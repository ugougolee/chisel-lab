$ cat design/flow/design.v
module SevenSegDec(
  input  [3:0] io_in,
  output [6:0] io_out
);
  wire [6:0] _GEN_0 = io_in == 4'hf ? 7'h71 : 7'h0;  
  wire [6:0] _GEN_1 = io_in == 4'he ? 7'h7b : _GEN_0;  
  wire [6:0] _GEN_2 = io_in == 4'hd ? 7'h5e : _GEN_1;  
  wire [6:0] _GEN_3 = io_in == 4'hc ? 7'h39 : _GEN_2;  
  wire [6:0] _GEN_4 = io_in == 4'hb ? 7'h7c : _GEN_3;  
  wire [6:0] _GEN_5 = io_in == 4'ha ? 7'h77 : _GEN_4;  
  wire [6:0] _GEN_6 = io_in == 4'h9 ? 7'h6f : _GEN_5;  
  wire [6:0] _GEN_7 = io_in == 4'h8 ? 7'h7f : _GEN_6;  
  wire [6:0] _GEN_8 = io_in == 4'h7 ? 7'h7 : _GEN_7;  
  wire [6:0] _GEN_9 = io_in == 4'h6 ? 7'h7d : _GEN_8;  
  wire [6:0] _GEN_10 = io_in == 4'h5 ? 7'h6d : _GEN_9;  
  wire [6:0] _GEN_11 = io_in == 4'h4 ? 7'h66 : _GEN_10;  
  wire [6:0] _GEN_12 = io_in == 4'h3 ? 7'h4f : _GEN_11;  
  wire [6:0] _GEN_13 = io_in == 4'h2 ? 7'h5b : _GEN_12;  
  wire [6:0] _GEN_14 = io_in == 4'h1 ? 7'h6 : _GEN_13;  
  assign io_out = io_in == 4'h0 ? 7'h3f : _GEN_14;  
endmodule
module DisplayMultiplexer(
  input        clock,
  input        reset,
  input  [7:0] io_sum,
  input  [7:0] io_price,
  output [6:0] io_seg,
  output [3:0] io_an
);
  wire [3:0] sevModule_io_in;  
  wire [6:0] sevModule_io_out;  
  reg [31:0] tickCounterReg;  
  wire  tick = tickCounterReg == 32'h1869f;  
  reg [1:0] regCnt;  
  wire [31:0] _tickCounterReg_T_1 = tickCounterReg + 32'h1;  
  wire [1:0] _regCnt_T_1 = regCnt + 2'h1;  
  wire  _T = 2'h0 == regCnt;  
  wire  _T_1 = 2'h1 == regCnt;  
  wire  _T_2 = 2'h2 == regCnt;  
  wire  _T_3 = 2'h3 == regCnt;  
  wire [3:0] _GEN_2 = 2'h3 == regCnt ? io_sum[7:4] : 4'h0;  
  wire [3:0] _GEN_3 = 2'h2 == regCnt ? io_sum[3:0] : _GEN_2;  
  wire [3:0] _GEN_4 = 2'h1 == regCnt ? io_price[7:4] : _GEN_3;  
  wire [3:0] _GEN_6 = _T_3 ? 4'h8 : 4'h1;  
  wire [3:0] _GEN_7 = _T_2 ? 4'h4 : _GEN_6;  
  wire [3:0] _GEN_8 = _T_1 ? 4'h2 : _GEN_7;  
  wire [3:0] select = _T ? 4'h1 : _GEN_8;  
  wire [6:0] sevSeg = sevModule_io_out;  
  SevenSegDec sevModule (  
    .io_in(sevModule_io_in),
    .io_out(sevModule_io_out)
  );
  assign io_seg = ~sevSeg;  
  assign io_an = ~select;  
  assign sevModule_io_in = 2'h0 == regCnt ? io_price[3:0] : _GEN_4;  
  always @(posedge clock) begin
    if (reset) begin  
      tickCounterReg <= 32'h0;  
    end else if (tick) begin  
      tickCounterReg <= 32'h0;  
    end else begin
      tickCounterReg <= _tickCounterReg_T_1;  
    end
    if (reset) begin  
      regCnt <= 2'h0;  
    end else if (tick) begin  
      regCnt <= _regCnt_T_1;  
    end
  end
endmodule
module Display(
  input         clock,
  input         reset,
  input  [15:0] io_sw,
  output [6:0]  io_seg,
  output [3:0]  io_an
);
  wire  dispMux_clock;  
  wire  dispMux_reset;  
  wire [7:0] dispMux_io_sum;  
  wire [7:0] dispMux_io_price;  
  wire [6:0] dispMux_io_seg;  
  wire [3:0] dispMux_io_an;  
  DisplayMultiplexer dispMux (  
    .clock(dispMux_clock),
    .reset(dispMux_reset),
    .io_sum(dispMux_io_sum),
    .io_price(dispMux_io_price),
    .io_seg(dispMux_io_seg),
    .io_an(dispMux_io_an)
  );
  assign io_seg = dispMux_io_seg;  
  assign io_an = dispMux_io_an;  
  assign dispMux_clock = clock;
  assign dispMux_reset = reset;
  assign dispMux_io_sum = io_sw[15:8];  
  assign dispMux_io_price = io_sw[7:0];  
endmodule
$ cat design/flow/run.sh
#!/bin/bash
# OpenROAD 26Q1-2900-gdf79404cd8, Yosys 0.63+post, stock flow scripts
make -C /OpenROAD-flow-scripts/flow DESIGN_CONFIG=/design/flow/config.mk WORK_HOME=/design/flow/orfs finish
$ cat design/flow/config.mk
export PLATFORM = sky130hd
export DESIGN_NAME = Display
export DESIGN_NICKNAME = Display
export VERILOG_FILES = /design/flow/design.v
export SDC_FILE = /design/flow/constraint.sdc
export NUM_CORES = 4
export LEC_CHECK = 1
export CORE_AREA = 10 10 107 107
export DIE_AREA = 0 0 117 117
$ cat design/flow/constraint.sdc
current_design Display

set clk_period 6.1
set clk_io_pct 0.2

create_clock -name clk0 -period $clk_period [get_ports {clock}]

set non_clock_inputs [all_inputs -no_clocks]
set_input_delay [expr $clk_period * $clk_io_pct] -clock clk0 $non_clock_inputs
set_output_delay [expr $clk_period * $clk_io_pct] -clock clk0 [all_outputs]
==> flow report <==
STATUS
-------------------------------------------------------------------------------------
Status                                                                   finished, final reports clean

WORST SETUP PATH
-------------------------------------------------------------------------------------
R2R Path End                                                             dispMux.tickCounterReg[26]$_SDFF_PP0_
Critical path data required time                                              4880 ps
Cell count of the worst reg-to-reg path                                             5
Crit Path Max Fanout                                                                5
Most frequent cell on the critical path                                  clkdlybuf4s50_1
Cell Chain, Critical Path                                                clkdlybuf4s50_1 > a211oi_1 > a221oi_1 > nor3_1 > o21ai_0 > o211ai_1 > clkdlybuf4s50_1
Cell at the slowest stage of the critical path                               a221oi_1
Critical path's largest stage delay                                            640 ps
Worst Setup Path Type                                                    input pin to output pin
Beginning of the worst register-to-register path                         dispMux.tickCounterReg[14]$_SDFF_PP0_
Setup slack, reg-to-reg                                                       4060 ps
Kind of end point of the critical path                                     output pin
Critical Path Source Type                                                   input pin
Data arrival time of the worst path                                           3350 ps
Crit path buf inv count                                                             2
Crit path max-delay family                                               AND-OR/OR-AND gates

PLACED DESIGN
-------------------------------------------------------------------------------------
Global placer's final weighted congestion                                       0.910
Buffers added on ports                                                             28
DP Wirelength                                                                 3250 um

GLOBAL ROUTE
-------------------------------------------------------------------------------------
Overall track demand over capacity in global routing                           0.0638
Initial antenna violation count                                                     0
Number of global-route vias before repair                                        1588
Pin count of the biggest net entering global routing                               32
Global-route wire length before repair                                        7310 um
Total congestion overflow after global routing                                      0

CLOCKING
-------------------------------------------------------------------------------------
Count of H-tree levels built during CTS                                             2
Number of CTS-inserted buffers                                                      5
Cell at the root of the clock tree                                           clkbuf_8
Worst-Skew Late Latency                                                        280 ps
Number of buffers added for setup after CTS                                         0
Clock tree from TritonCTS                                                        done
Clock-pin slew of the registers on the worst-case setup and hold paths          60 ps
CTS Buffer Depth                                                                    2
Cell resize tally after clock tree synthesis                                        0
Number of sinks handled by clock tree synthesis                                    34
Number of buffers added to fix hold violations after cts                            0

WORST HOLD PATH
-------------------------------------------------------------------------------------
Hold path startpoint                                                     dispMux.tickCounterReg[0]$_SDFF_PP0_
HP Class                                                                 register to register
Worst hold path endpoint                                                 dispMux.tickCounterReg[0]$_SDFF_PP0_
Hold-critical path depth                                                            1

STA
-------------------------------------------------------------------------------------
Transition at the pin with the smallest max-transition slack                   867 ps
Worst max-slew margin expressed relative to the limit                           0.417
Setup TNS                                                                        0 ps
Final number of max-transition violations                                           0
Unrepaired setup endpoints after global routing                                    no
Clock period minus final worst setup slack                                    4570 ps
Cycle use final                                                                 0.749
Highest achievable clock rate                                                 219 MHz
Total of endpoints with negative setup slack in the final report                    0
Largest clock skew in the final design                                        7.09 ps
Number of hold-slack violations in the final timing report                          0

LOGIC SYNTHESIS
-------------------------------------------------------------------------------------
Fraction of post-synthesis cell area in the top cell type by area               0.345
Async set-or-reset flop fraction in the synthesized netlist                         0
Number of cells in the yosys synthesis report                                     243
Register area share after synthesis                                             0.345
YS warnings                                                                         1
Post-synthesis instance total                                                     243
Dominant register cell                                                        dfxtp_1
Yosys stat area                                                            1980 sq um
Synth Register Bits                                                                34
Post-synth EDFFs                                                                    0
Average cell area after synthesis                                          8.13 sq um
Mapped Area                                                                1980 sq um
Largest cells by area after synthesis                                    dfxtp_1 34%, xor2_1 11%, nor2_1 8.5%
Count of cell types in the netlist                                                 40
Synth area leader                                                             dfxtp_1

ROUTE
-------------------------------------------------------------------------------------
Routed WL per cell                                                            11.3 um
Post-detailed-route via-to-cell ratio                                            4.46
Antenna diode instance count                                                        0
Drt first pass iters                                                                4
DRC violations left                                                                 0
Initial detailed-routing violation count                                          173
Total length of routed wires                                                  4350 um
Antenna viol nets, final                                                            0
Total number of vias                                                             1721

POWER
-------------------------------------------------------------------------------------
Total power per unit cell area                                            176 nW/um^2
Cell leakage power                                                           0.857 nW
Worst vdd rail ir drop                                                    0.0000691 V

FLOORPLANNING
-------------------------------------------------------------------------------------
I/O pin total                                                                      29
Die outline area                                                          13700 sq um
Std-Cell Core Area                                                         9200 sq um
Die Width                                                                      117 um
Number of cell rows                                                                35
Pre-placement core utilization                                                  0.215
Floorplan die height                                                           117 um

FINISH
-------------------------------------------------------------------------------------
Final core area utilization                                                     0.266
Share of cells above drive strength 1                                          0.0364
Layout Area Growth over Synthesis                                               23.9%
Leading cell types in the layout, fill and taps excluded                 45 x nor2_1, 34 x dfxtp_1, 28 x clkdlybuf4s50_1
Area taken by multi-input logic gates                                      1220 sq um
Top cell excl fill/tap                                                         nor2_1
Number of fill cells in the layout                                                986
Storage cell area                                                           681 sq um

FLOW RUN
-------------------------------------------------------------------------------------
Max-Cap Viols                                                                       0
Count of tool warnings                                                             31

## cells by family after synthesis
kind of cell    Yosys count  synth area share
compound gates           20            0.0747
xor+xnor                 33             0.146
fa+ha+maj                 9            0.0557
buf+inv                  14            0.0399
flops                    34             0.345
mux                       1           0.00507
simple gates            132             0.334
## sequential cells by signal (all words and copies together) (netlist names)
register and cells:
dispMux.regCnt 2, dispMux.tickCounterReg 32
## per-layer routing
layer | vias to the layer above | global-route usage | share of wire
li1 | 908 | - | -
met2 | 46 | 0.0949 | 0.40
met4 | 0 | 0.00824 | 0.010
met5 | - | 0 | 0
met3 | 2 | 0.0191 | 0.10
met1 | 765 | 0.0920 | 0.49
## worst max-delay path by stage
stage                 startpoint         to  slack [ps]  cells past startpoint
final                   io_sw[8]  io_seg[3]        1530                      7
after CTS              io_sw[12]  io_seg[3]        1550                      7
after global routing    io_sw[8]  io_seg[0]        1370                      7
## cell type report
class	instances	share of cell area
clock inverter	1	0.00204
timing repair buffer	29	0.118
clock buffer	7	0.0353
sequential	34	0.278
tap	111	0.0567
multi-input combinational	195	0.497
inverter	9	0.0138
## Yosys cell counts (all sizes together), types with 3 or more instances
cell type   n
o22a        3
ha          8
dfxtp      34
and2        3
buf         4
nand3      18
nand2      26
nand4      11
xor2       25
nand3b      3
o211ai      3
nor4        7
inv         9
nor2       45
o22ai       4
xnor2       8
and3        7
## worst reg2reg max path, delay by kind of cell, from the launching register on
| kind | cells | cell delay [ps] |
|---|---|---|
| xor+xnor | 1 | 170 |
| flops | 1 | 430 |
| simple gates | 4 | 1320 |
## where the power goes
part | total, mW | switching [mW] | internal (mW)
sequential | 0.225 | 0.00129 | 0.224
combinational | 0.0394 | 0.0155 | 0.0239
clock | 0.167 | 0.0761 | 0.0909
## per-stage QoR
step | cell area, sq um | setup slack (ps) | std cells | hold slack, ps | power (mW)
final | 2450 | 1530 | 386 | 449 | 0.431
after global routing | 2450 | 1370 | 386 | 461 | 0.452
after CTS | 2450 | 1550 | 386 | 451 | 0.439
after detailed placement | 2360 | 1560 | 378 | 435 | 0.269
after global placement | 2360 | 1620 | 378 | 428 | 0.269
after floorplan | 1980 | 2680 | 243 | 417 | 0.249
Power figures rest on the tool's default switching activity, not on a simulated workload.
