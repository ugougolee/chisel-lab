### /design/flow/config.mk
export PLATFORM = sky130hd
export DESIGN_NAME = SevenSegDecoder
export DESIGN_NICKNAME = SevenSegDecoder
export VERILOG_FILES = /design/flow/design.v
export SDC_FILE = /design/flow/constraint.sdc
export NUM_CORES = 4
export LEC_CHECK = 1
export CORE_AREA = 10 10 70 70
export DIE_AREA = 0 0 80 80
### /design/flow/constraint.sdc
current_design SevenSegDecoder

set clk_period 1.2
set clk_io_pct 0.2

create_clock -name clk0 -period $clk_period

set non_clock_inputs [all_inputs -no_clocks]
set_input_delay [expr $clk_period * $clk_io_pct] -clock clk0 $non_clock_inputs
set_output_delay [expr $clk_period * $clk_io_pct] -clock clk0 [all_outputs]
### /design/flow/design.v
module SevenSegDecoder(
  input        clock,
  input        reset,
  input  [3:0] io_sw,
  output [6:0] io_seg,
  output [3:0] io_an
);
  wire [6:0] _GEN_0 = io_sw == 4'hf ? 7'h71 : 7'h0;  
  wire [6:0] _GEN_1 = io_sw == 4'he ? 7'h7b : _GEN_0;  
  wire [6:0] _GEN_2 = io_sw == 4'hd ? 7'h5e : _GEN_1;  
  wire [6:0] _GEN_3 = io_sw == 4'hc ? 7'h39 : _GEN_2;  
  wire [6:0] _GEN_4 = io_sw == 4'hb ? 7'h7c : _GEN_3;  
  wire [6:0] _GEN_5 = io_sw == 4'ha ? 7'h77 : _GEN_4;  
  wire [6:0] _GEN_6 = io_sw == 4'h9 ? 7'h6f : _GEN_5;  
  wire [6:0] _GEN_7 = io_sw == 4'h8 ? 7'h7f : _GEN_6;  
  wire [6:0] _GEN_8 = io_sw == 4'h7 ? 7'h7 : _GEN_7;  
  wire [6:0] _GEN_9 = io_sw == 4'h6 ? 7'h7d : _GEN_8;  
  wire [6:0] _GEN_10 = io_sw == 4'h5 ? 7'h6d : _GEN_9;  
  wire [6:0] _GEN_11 = io_sw == 4'h4 ? 7'h66 : _GEN_10;  
  wire [6:0] _GEN_12 = io_sw == 4'h3 ? 7'h4f : _GEN_11;  
  wire [6:0] _GEN_13 = io_sw == 4'h2 ? 7'h5b : _GEN_12;  
  wire [6:0] _GEN_14 = io_sw == 4'h1 ? 7'h6 : _GEN_13;  
  wire [6:0] sevSeg = io_sw == 4'h0 ? 7'h3f : _GEN_14;  
  assign io_seg = ~sevSeg;  
  assign io_an = 4'he;  
endmodule
### /design/flow/run.sh
#!/bin/bash
# OpenROAD 26Q1-2900-gdf79404cd8, Yosys 0.63+post, stock flow scripts
make -C /OpenROAD-flow-scripts/flow DESIGN_CONFIG=/design/flow/config.mk WORK_HOME=/design/flow/orfs finish
==> results.toml <==
# physical design summary
[outcome]
status = "finished with violations"
violations = "negative setup slack"

[route]
drtIter0Drc = 0
post_drt_wl_per_cell_um = 8.79
vias_per_cell = 3.12
first_pass_iters = 1
dr_total_vias = 328
wl_um = 923
antenna_cells = 0
drc_errors = 0
ant_nets = 0

[floorplanning]
pin_count = 17
die_h_um = 80
fp_util_pct = 8.24
dieArea_mm2 = 0.00640
die_x_um = 80
row_count = 21
core_area_mm2 = 0.00342

[job]
cap_violations = 0
warnings = 36

[yosys]
yosys.cell_types.count = 26
largest_area_cell = "buf_6"
synth_top_area_share_pct = 12.0
avgSynthCellArea_um2 = 7.61
ys_cells = 37
syn_inst = 37
yosysWarnings = 0
seq_area_frac_synth_pct = 0
yosysChipArea_um2 = 282
area_leaders = "buf_6 (12%), buf_4 (11%), a21oi_1 (7.1%)"
syn_area_um2 = 282

[sta]
finalMaxSlewViolations = 0
hold_viol_final = 0
grt_setup_unrepaired = "yes"
setup_slack_ps = -204
max_freq_ghz = 0.712
hold_ws_ps = 825
setup_viol = 5
fin_crit_ps = 1400
finalClockPeriodUsage_pct = 117

[layout]
seq_cells = 0
syn2layout_area_growth_pct = 98.7
drive_above_1_share_pct = 61.0
n_clock_buffer = 0
n_fill_cell = 393
utilization_pct = 16.4
stdcell_area_um2 = 559
ff_latch_area_um2 = 0

[critical_path]
required_ps = 960
crit_chain = "buf_8, buf_12, and3b_1, o21bai_1, mux2_4, buf_6"
start_kind = "input pin"
endpoint_kind = "output pin"
critPathArrivalTime_ps = 1160
critPathBufInv = 3
crit_path_max_fanout = 4
critPathTopFamily = "buffers and inverters"
cp_slowest_stage_delay_ps = 260
worstSetupPathType = "in2out"
slowest_stage = "mux2_4"

[pwr]
powerDensity_mw_per_mm2 = 320
p_leak_nw = 0.267
power.total_mw = 0.179
vdd_drop_max_uv = 165

[place]
dpl.hpwl_um = 636
place_congestion = 0.729
place_ws_ps = -905
numPortBuffers = 11
placed_area_um2 = 445

[grt]
grt_pass1_vias = 308
grt_first_pass_wirelength_um = 1500
grt_max_degree = 8
gr-total-overflow = 0
grt.total_usage_pct = 2.73
grt_antenna_before_repair = 0

[hold_path]
min_from = "io_sw[2]"
holdPathStages = 4
hp-class = "in2out"
timing.hold.worst_endpoint = "io_seg[6]"

[cts]
hold_buffers = 0
per-stage QoR:
stage,setup TNS [ps],std cells
after detailed placement,-5970,94
final,-826,105
after global placement,-5860,94
after CTS,-1020,104
after global routing,-1050,105
after floorplan,0,39
worst min-delay path, stage by stage:
cell,delay [ps]
buf_6,90
nand4_1,100
nand2_1,60
buf_2,90
cell usage in the layout, fill, tap and decap left out, types with 2 or more instances in the layout:
master | netlist | layout
conb_1 | 2 | 4
nand2_1 | 2 | 2
a21oi_1 | 4 | 3
buf_8 | 0 | 2
nor3b_4 | 1 | 2
buf_6 | 3 | 5
buf_4 | 4 | 11
buf_2 | 1 | 7
synth_stat cells, types with 2 or more instances:
library cell and count:
nand2_1 2, buf_4 4, conb_1 2, nor3_1 2, a21oi_1 4, buf_6 3
per-layer routing:
layer  vias to the layer above  wire [µm]  global-route usage, %
met5                         -          0                      0
met4                         0          0                      0
met3                         0         31                  0.568
met2                         4        502                   5.06
met1                       153        389                   3.30
li1                        171          -                      -
power breakdown:
part	internal (mW)	switching, mW	leakage [nW]
sequential	0	0	0
combinational	0.111	0.0682	0.267
clock	0	0	0
cell families after synthesis:
| kind of cell | after synthesis | synth area share (%) |
|---|---|---|
| xor gates and xnor gates | 2 | 8.89 |
| AOI/OAI and AO/OA | 10 | 21.8 |
| and+or+nand+nor | 12 | 32.0 |
| other | 2 | 2.67 |
| muxes | 2 | 8.89 |
| buffers and inverters | 9 | 25.8 |
worst max path at each step:
stage / startpoint / cells past startpoint / end / slack [ps]
4_1_cts: io_sw[3] / 8 / io_seg[1] / -200
5_1_grt: io_sw[3] / 8 / io_seg[3] / -230
6_report: io_sw[3] / 6 / io_seg[0] / -200
what timing repair did:
item,in CTS,in global routing
endpoints found under the setup margin,7,7
pin swaps,6,3
cloned,2,0
buffers inserted,9,1
resized,49,7
area by class of cell:
type                            instances  area (µm²)  area share, %
Multi-Input combinational cell         30         241           43.2
Inverter                                1        3.75          0.671
Timing Repair Buffer                   28         256           45.9
Tap cell                               46        57.6           10.3
No activity file was given, so power comes from the tool's default toggle rates.
